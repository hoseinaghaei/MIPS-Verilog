==> ./config.mk <==
export PLATFORM = sky130hd
export DESIGN_NAME = alu_result
export DESIGN_NICKNAME = alu_result
export VERILOG_FILES = /design/flow/design.v
export SDC_FILE = /design/flow/constraint.sdc
export NUM_CORES = 4
export LEC_CHECK = 1
export CORE_UTILIZATION = 40
==> ./constraint.sdc <==
current_design alu_result

set clk_period 3.1
set clk_io_pct 0.2

create_clock -name clk0 -period $clk_period [get_ports {clk}]

set non_clock_inputs [all_inputs -no_clocks]
set_input_delay [expr $clk_period * $clk_io_pct] -clock clk0 $non_clock_inputs
set_output_delay [expr $clk_period * $clk_io_pct] -clock clk0 [all_outputs]
==> ./design.v <==
module alu_result(
    alu_result_data_in,
    alu_result_mem_addr_in,
    alu_result_reg_num_in,
    alu_result_reg_enable_in,
    alu_result_mem_enable_in,
    timehandler,
    clk,
    alu_result_data_out,
    alu_result_mem_addr_out,
    alu_result_reg_num_out,
    alu_result_reg_enable_out,
    alu_result_mem_enable_out
    );
    input        alu_result_reg_enable_in, alu_result_mem_enable_in, clk;
    input [31:0] alu_result_data_in, alu_result_mem_addr_in;
    input [4:0]  alu_result_reg_num_in;
    input [4:0]  timehandler;
    output reg        alu_result_reg_enable_out, alu_result_mem_enable_out;
    output reg [31:0] alu_result_mem_addr_out, alu_result_data_out;
    output reg [4:0]  alu_result_reg_num_out;
    always_ff @(posedge clk) begin
        if (timehandler == 5'd0)
        begin
            alu_result_reg_enable_out <= alu_result_reg_enable_in;
            alu_result_mem_enable_out <= alu_result_mem_enable_in;
            alu_result_mem_addr_out   <= alu_result_mem_addr_in;
            alu_result_data_out       <= alu_result_data_in;
            alu_result_reg_num_out    <= alu_result_reg_num_in;
        end
    end
endmodule
==> ./run.sh <==
#!/bin/bash
# OpenROAD 26Q1-2900-gdf79404cd8, Yosys 0.63+post, stock flow scripts
make -C /OpenROAD-flow-scripts/flow DESIGN_CONFIG=/design/flow/config.mk WORK_HOME=/design/flow/orfs finish
==> out/qor.csv <==
metric;value;unit
h-tree-depth;3;
finalWorstSetupSlack;0.957;ns
path_max_fanout;36;
gr-total-overflow;0;
dp_slack;0.618;ns
cap_violations;0;
yosys_cells;73;
cts_setup_buffers;0;
drv_slew;0;
synth_cell_type_count;3;
final_layout_top_logic_cells;147 x clkdlybuf4s50_1, 71 x edfxtp_1, 9 x clkbuf_8, 2 x clkinv_2, 2 x buf_4;
netlist.top_cell.by_area;edfxtp_1;
clockBufferDepth;2;
cts_tree;done;
placed_cells;292;
warnings;26;
clk_pin_slew_worst_paths;0.07;ns
area_growth_syn_to_layout;80.4;%
hold_viol;0;
cts-resized-gates;0;
grt_use_total;0.172;
required;3.07;ns
fin_crit;2.14;ns
gp_congestion;0.795;
numSynthFlops;71;
cts_root_buffer;clkbuf_8;
avgSynthCellArea;29.4;µm²
synth_area;2140;µm²
grt_max_degree;37;
dr.pass1.iters;4;
cts_buffers;9;
rsz0062_at_grt;false;
via_count;1326;
first_global_vias;1316;
max_clock_freq;467;MHz
final_util;0.752;
grt_pass1_wl;6.40;mm
io_buffers;147;
fp_util;0.417;
status;completed;
synth-seq-area-share;0.995;
stdcell_area;3870;µm²
layout.cells.non_filler;305;
antenna_found_initial;0;
ys_chip_area;2140;µm²
wl_per_cell;15.2;µm
fin_crit_sh;0.691;
ir_drop;0.000327;V
diodes;0;
ant_nets;0;
fp.coreArea;5140;µm²
cts_sinks;71;
routed_wl;4.63;mm
hold_depth;1;
drc;0;
arrival;2.11;ns
drive_above_1_share;0.0596;
fin_hold_ws;0.851;ns
drt_iter0_drc;41;
crit_type;input pin to flop;
maxSlewHeadroom;0.712;
critPathLaunchType;input pin;
hold_buffers;0;
ys_warn_count;1;
yosysTopAreaCellShare;0.995;
tightest_slew;0.432;ns
finalPower;1.76;mW
endpoint_kind;flop;
dpl_cell_area;3720;µm²
lay_top_count;clkdlybuf4s50_1;
synthCells;73;
hold_path.class;input pin to flop;
die-area;5660;µm²
io_pins;148;
die_w;75.2;µm
timing.setup.tns;0;ns
cellPowerDensity;455;nW/µm²
setup_viol;0;
topCellsByArea;edfxtp_1 99%, or4_1 0.35%, nor2_1 0.18%;
cellLeakagePower;1.31;nW
rows;26;
die_y;75.2;µm
drt-vias-per-instance;4.35;
==> worst paths after layout <==
kind,start,endpoint,slack (ns)
worst min-delay path,alu_result_mem_addr_in[28],alu_result_mem_addr_out[28]$_DFFE_PN_,0.85
worst max-delay path,timehandler[0],alu_result_mem_addr_out[23]$_DFFE_PN_,0.96
==> synth_stat cells (all sizes together) <==
| library cell | instances |
|---|---|
| or4 | 1 |
| nor2 | 1 |
| edfxtp | 71 |
==> cell type report <==
cell class | count | area (µm²)
flip-flops and latches | 71 | 2130
clock buffers | 10 | 128
multi-input cells | 2 | 18.8
clock inverters | 3 | 13.8
fillers | 341 | 1270
repair buffers | 149 | 1490
well taps | 70 | 87.6
==> sequential cells by signal (all words and copies together) (netlist names) <==
| signal | cells |
|---|---|
| alu_result_data_out | 32 |
| alu_result_mem_addr_out | 32 |
| alu_result_reg_num_out | 5 |
| alu_result_mem_enable_out | 1 |
| alu_result_reg_enable_out | 1 |
==> logic make-up (layout without fill, tap and decap cells) <==
family,after synthesis,count (layout),share of synthesized area
DFF,71,71,0.995
and+or+nand+nor,2,2,0.00525
buffers and inverters,0,162,0
==> routing by layer <==
layer,global-route usage,share of wire,wire length (µm),vias up
met5,0,0,0,-
met1,0.247,0.35,1610,599
met3,0.0923,0.17,784,9
met4,0.0329,0.016,75,0
li1,-,-,-,613
met2,0.261,0.47,2160,105
==> power by group <==
part           switching (mW)  internal [mW]  total (mW)
clock network           0.279          0.271       0.550
logic                  0.0211          0.109       0.130
registers             0.00423           1.08        1.08
==> critical path, stage by stage <==
cell,delay [ns]
clkdlybuf4s50_1,0.40
or4_1,0.57
nor2_4,0.11
buf_4,0.40
Power and IR drop assume default switching activity.
