==> /design/flow/design.v <==
module fetch_result(
    fetch_result_r_type_in,
    fetch_result_i_type_in,
    fetch_result_j_type_in,
    fetch_result_address_in,
    fetch_result_rs_in,
    fetch_result_rt_in,
    fetch_result_rd_in,
    fetch_result_imm_in,
    fetch_result_opcode_in,
    fetch_result_func_in,
    fetch_result_shift_amount_in,
    inst_addr,
    inst,
    timehandler,
    clk,
    fetch_result_r_typeout,
    fetch_result_i_typeout,
    fetch_result_j_typeout,
    fetch_result_addressout,
    fetch_result_rsout,
    fetch_result_rtout,
    fetch_result_rdout,
    fetch_result_immout,
    fetch_result_opcodeout,
    fetch_result_funcout,
    fetch_result_inst_addr_out,
    fetch_result_shift_amountout,
    fetch_result_inst_out
    );
    input        fetch_result_r_type_in, fetch_result_i_type_in, fetch_result_j_type_in, clk;
    input [25:0] fetch_result_address_in;
    input [4:0]  fetch_result_rs_in, fetch_result_rt_in, fetch_result_rd_in, fetch_result_shift_amount_in;
    input [5:0]  fetch_result_func_in, fetch_result_opcode_in;
    input [15:0] fetch_result_imm_in;
    input [31:0] inst_addr, inst;
    input [4:0]  timehandler;
    output reg        fetch_result_r_typeout, fetch_result_i_typeout, fetch_result_j_typeout;
    output reg [25:0] fetch_result_addressout;
    output reg [4:0]  fetch_result_rsout, fetch_result_rtout, fetch_result_rdout, fetch_result_shift_amountout;
    output reg [5:0]  fetch_result_opcodeout, fetch_result_funcout;
    output reg [15:0] fetch_result_immout;
    output reg [31:0] fetch_result_inst_addr_out, fetch_result_inst_out;
    always_ff @(posedge clk) begin
        if (timehandler == 5'd17)
        begin
            fetch_result_addressout      <= fetch_result_address_in;
            fetch_result_rsout           <= fetch_result_rs_in;
            fetch_result_rtout           <= fetch_result_rt_in;
            fetch_result_rdout           <= fetch_result_rd_in;
            fetch_result_opcodeout       <= fetch_result_opcode_in;
            fetch_result_funcout         <= fetch_result_func_in;
            fetch_result_immout          <= fetch_result_imm_in;
            fetch_result_r_typeout       <= fetch_result_r_type_in;
            fetch_result_i_typeout       <= fetch_result_i_type_in;
            fetch_result_j_typeout       <= fetch_result_j_type_in;
            fetch_result_shift_amountout <= fetch_result_shift_amount_in;
            fetch_result_inst_addr_out   <= inst_addr;
            fetch_result_inst_out        <= inst;
        end
    end
endmodule
==> /design/flow/run.sh <==
#!/bin/bash
# OpenROAD 26Q1-2900-gdf79404cd8, Yosys 0.63+post, stock flow scripts
make -C /OpenROAD-flow-scripts/flow DESIGN_CONFIG=/design/flow/config.mk WORK_HOME=/design/flow/orfs finish
==> /design/flow/config.mk <==
export PLATFORM = sky130hd
export DESIGN_NAME = fetch_result
export DESIGN_NICKNAME = fetch_result
export VERILOG_FILES = /design/flow/design.v
export SDC_FILE = /design/flow/constraint.sdc
export NUM_CORES = 4
export LEC_CHECK = 1
export CORE_UTILIZATION = 40
==> /design/flow/constraint.sdc <==
current_design fetch_result

set clk_period 5.5
set clk_io_pct 0.2

create_clock -name clk0 -period $clk_period [get_ports {clk}]

set non_clock_inputs [all_inputs -no_clocks]
set_input_delay [expr $clk_period * $clk_io_pct] -clock clk0 $non_clock_inputs
set_output_delay [expr $clk_period * $clk_io_pct] -clock clk0 [all_outputs]
==> GITHUB_STEP_SUMMARY <==
### Metrics collected by this job

| Metric | Value |
|---|---|
| Primary FF master, synth | sky130_fd_sc_hd__edfxtp_1 |
| Yosys stat area | 0.00425 sq mm |
| Layout-stage area growth over the synthesis result | 87.2% |
| Area of all placed cells without fillers | 0.00796 sq mm |
| Fp util | 0.412 |
| List of most frequent post-synthesis cells | sky130_fd_sc_hd__edfxtp_1, sky130_fd_sc_hd__nand2_1, sky130_fd_sc_hd__nor4_2 |
| Setup fix buffers added after clock tree synthesis | 0 |
| Post-Synthesis Mean Instance Area | 29.7 sq um |
| Most common cell in the synthesized netlist | sky130_fd_sc_hd__edfxtp_1 |
| DR WL/cell | 18.1 um |
| Kind of cell adding the most delay to the critical path | buffers and inverters |
| Worst path cell trace | clkdlybuf4s50_1, nand2_8, nor4_4, buf_12 |
| Number of global-route vias before repair | 2606 |
| Top cell type's share of synthesized area | 0.996 |
| Hold Buf Count CTS | 0 |
| Via count | 2603 |
| Worst min-delay path class | in -> reg |
| Final GP Congestion | approximately 0.78 |
| Cell count along the critical path | 4 |
| Setup slack at placement | approximately 2.5 ns |
| Die Size | 0.0110 sq mm |
| Number of detailed-routing iterations run before antenna repair | 6 |
| Crit path buffers/inverters | 2 |
| Num Clock Sinks | ~140 |
| DIE HEIGHT | 105 um |
| Largest net degree at the start of global routing | 142 |
| Overall fraction of global-route tracks in use | 0.220 |
| Number of enable flip-flop cells | 141 |
| Leakage power | approximately 2.7 nW |
| Cell Area, Synth | around 0.0043 sq mm |
| TritonCTS clock tree | yes |
| Total grt overflow | 0 |
| Instance count along the most critical hold path | 1 |
| Post-cts resize count | 0 |
| Number of H-tree branching levels | 4 |
| Crit path kind | in -> reg |
| Post-synthesis async set-or-reset flop share | 0 |
| Number of library cell types mapped by synthesis | 3 |
| Count of antenna-violating nets left after detailed routing | 0 |
| Worst Setup Slack, final | 2.97 ns |
| Drt via density | around 4.3 |
| Fraction of final layout cells with drive strength greater than 1 | 0.0670 |
| Initial detailed-routing violation count | ~110 |
| Number of standard cells reported by yosys | between 100 and 150 |
| Power per cell area | ~320 mW/mm^2 |
| Sequential area share after synthesis | 0.996 |
| Gate count after technology mapping | between 100 and 150 |
| Largest driver fanout on the critical path | 141 |
| Required time at the endpoint of the critical path | approximately 5.6 ns |
| Horizontal extent of the die | roughly 110 um |
| Setup repair after global routing missed its margin | no |
| Worst Setup Start Kind | input pin |
| OpenROAD warnings | 29 |
| DRC | 0 |
| Endpoints failing hold | 0 |
| Number of buffers on the longest clock path | 2 |
| Worst-Margin Slew | 0.730 ns |
| Core Region | 0.0103 sq mm |
| IO buf count | 287 |
| Number of antenna violations at the first check in global routing | 0 |
| Wire length reported by the detailed router | 10900 um |
| Number of rows created at floorplan | 37 |
| Max_slew headroom | 0.513 |
| Finished Core Util | 0.771 |
| HPWL reported at the end of detailed placement | 7920 um |
| Outcome | completed |
| Critical-path cell with the highest stage delay | sky130_fd_sc_hd__buf_12 |
| Final Max Tran Viols | 0 |
| Max_cap viols | 0 |
| Max rail drop VDD | 0.199 mV |
| Cell chosen for the clock root | sky130_fd_sc_hd__clkbuf_8 |
| Area after detailed placement | between 0.007 and 0.008 sq mm |
| Clock-pin slew reported for the worst setup and hold paths after clock tree synthesis | 0.06 ns |
| Post-route insts no fill | 599 |
| CP arrival | between 2 and 3 ns |
| Synth warnings | 1 |
| Cts bufs inserted | 17 |
| Flip-flop and latch count after synthesis | 141 |
| Final setup violation count | 0 |
| Global-route wire length before repair | 15700 um |
| F_max | roughly 400 MHz |
| Placed insts | 567 |
| Top area cells in the synthesized netlist | sky130_fd_sc_hd__edfxtp_1, sky130_fd_sc_hd__nor4_2, sky130_fd_sc_hd__nand2_1 |
| Inserted Diodes | 0 |
| Final period util | 0.460 |
| Top-level port count | 288 |
| Period minus WS final | roughly 2.5 ns |
| Category of the worst setup path capture point | flip-flop |
| Largest stage delay on the critical path | 0.59 ns |
| Cell type with the largest total area after synthesis | sky130_fd_sc_hd__edfxtp_1 |
-- cell type report --
cell class                 count  area, sq um
sequential                   141         4230
timing repair buffer         288         2890
fill                         600         2370
clock buffer                  18          418
clock inverter                14          199
tap                          136          170
multi-input combinational      2         41.3
-- layer usage --
metal / GRT usage / part of all wire / routed length (um)
met2: 0.341 / 0.51 / 5550
met1: 0.324 / 0.35 / 3770
met4: 0.0322 / 0.016 / 170
met3: 0.109 / 0.13 / 1390
met5: 0 / 0 / 0
-- flip-flops by register name (all words and copies together), names as in the netlist --
name,cells
fetch_result_j_typeout,1
fetch_result_inst_addr_out,32
fetch_result_opcodeout,6
fetch_result_i_typeout,1
fetch_result_rdout,5
fetch_result_rsout,5
fetch_result_addressout,26
fetch_result_inst_out,32
fetch_result_immout,16
fetch_result_shift_amountout,5
fetch_result_funcout,6
fetch_result_r_typeout,1
fetch_result_rtout,5
-- power by group --
| group | internal, mW | switching [mW] | total (mW) |
|---|---|---|---|
| Sequential | 1.21 | 0.00486 | 1.21 |
| Clock | 0.774 | 0.399 | 1.17 |
| Combinational | 0.119 | 0.0253 | 0.145 |
-- through the flow --
stage	setup TNS, ns	hold WS (ns)	total power [mW]
floorplan	-82.31	1.20	1.24
global placement	0	1.65	1.37
detailed placement	0	1.66	1.38
CTS	0	1.12	2.55
global route	0	1.12	2.60
finish	0	1.15	2.53
-- placed cells by master, fill, tap and decap left out, types with 3 or more instances in the layout --
master                            instances
sky130_fd_sc_hd__clkdlybuf4s50_1        287
sky130_fd_sc_hd__edfxtp_1               141
sky130_fd_sc_hd__clkbuf_16               16
sky130_fd_sc_hd__bufinv_16                5
sky130_fd_sc_hd__clkinvlp_4               3
sky130_fd_sc_hd__clkinv_1                 3
sky130_fd_sc_hd__clkinv_2                 3
-- logic make-up after synthesis --
kind of cell / count (synthesis) / share of synthesized area
AND/OR/NAND/NOR: 2 / 0.00383
flip-flops: 141 / 0.996
-- final timing paths --
| check | startpoint | end | slack [ns] |
|---|---|---|---|
| max | timehandler[4] | fetch_result_inst_addr_out[4]$_DFFE_PN_ | 2.97 |
| min | inst_addr[3] | fetch_result_inst_addr_out[3]$_DFFE_PN_ | 1.15 |
Power is estimated from default activity; no workload was simulated.
